<file path="./config.mk">
export PLATFORM = sky130hd
export DESIGN_NAME = adder_4bit
export DESIGN_NICKNAME = adder_4bit
export VERILOG_FILES = /design/flow/design.v
export SDC_FILE = /design/flow/constraint.sdc
export NUM_CORES = 4
export LEC_CHECK = 1
export CORE_AREA = 10 10 70 70
export DIE_AREA = 0 0 80 80
</file>
<file path="./constraint.sdc">
current_design adder_4bit

set clk_period 2.9
set clk_io_pct 0.2

create_clock -name clk0 -period $clk_period

set non_clock_inputs [all_inputs -no_clocks]
set_input_delay [expr $clk_period * $clk_io_pct] -clock clk0 $non_clock_inputs
set_output_delay [expr $clk_period * $clk_io_pct] -clock clk0 [all_outputs]
</file>
<file path="./design.v">
module adder_1bit
(
	input wire a,
	input wire b,
	input wire carry_in,
	output wire sum,
	output wire carry_out
);
assign sum = (carry_in ^^ (a ^^ b));
assign carry_out = (((~carry_in) && b && a) || (carry_in && (b || a)));
endmodule
module adder_4bit
(
	input wire [3:0] a,
	input wire [3:0] b,
	input wire carry_in,
	output wire [3:0] sum,
	output wire overflow
);
wire [3:0] carrys;
adder_1bit I00 (.a(a[0]), .b(b[0]), .carry_in(carry_in), .sum(sum[0]), .carry_out(carrys[0]));
adder_1bit I01 (.a(a[1]), .b(b[1]), .carry_in(carrys[0]), .sum(sum[1]), .carry_out(carrys[1]));
adder_1bit I02 (.a(a[2]), .b(b[2]), .carry_in(carrys[1]), .sum(sum[2]), .carry_out(carrys[2]));
adder_1bit I03 (.a(a[3]), .b(b[3]), .carry_in(carrys[2]), .sum(sum[3]), .carry_out(carrys[3]));
assign overflow = ((a + b + carry_in) / (2 ** 4));
endmodule
</file>
<file path="./run.sh">
#!/bin/bash
# OpenROAD 26Q1-2900-gdf79404cd8, Yosys 0.63+post, stock flow scripts
make -C /OpenROAD-flow-scripts/flow DESIGN_CONFIG=/design/flow/config.mk WORK_HOME=/design/flow/orfs finish
</file>
==> reports/qor.csv <==
stage,metric,value,unit
final_timing,finalClockPeriodUsage,93.98,%
drt,num_vias,173,
global_routing,antenna_found_initial,0,
finish,seq_cells,0,
finish,flop_area,0,um^2
logic_synthesis,synthCells,28,
logic_synthesis,postSynthSeqShare,0,%
final_timing,fin_crit,2.725,ns
run,cap_violations,0,
global_routing,grt_overflow,0,
placement,numPortBuffers,14,
critical_path,crit_required,2.32,ns
drt,antenna_cells_inserted,0,
drt,drtIter0Drc,3,
finish,final_cell_mix,"clkdlybuf4s50_1 (8), inv_1 (7), ha_1 (5)",
drt,first_pass_iters,2,
final_timing,worstMarginPinSlew,0.1507,ns
finish,drive_gt1_share,25.64,%
power,powerDensity,138.2,mW/mm^2
critical_path,end_kind,primary output,
floorplanning,num_rows,21,
logic_synthesis,netlist.area_leader.share,28.25,%
power,irDropWorstVdd,0.04393,mV
global_routing,grt_pass1_vias,191,
finish,clock_buffers,0,
floorplanning,coreArea,0.003416,mm^2
critical_path,crit_type,in2out,
logic_synthesis,synth_top_cell_by_area,ha_1,
final_timing,finalHoldViolCount,0,
drt,post_drt_wl_per_cell,6.365,um
drt,via_per_inst,2.035,
finish,stdcell_area,392.9,um^2
run,warnings,36,
final_timing,relSlewSlack,89.95,%
cts,cts_hold_buffers,0,
finish,layout_top_cell,clkdlybuf4s50_1,
critical_path,cp.arrival,2.15,ns
drt,finalWirelength,541,um
finish,fillers,402,
placement,place_ws,-0.5200,ns
min_path,hp-class,in2out,
drt,drc_errors,0,
logic_synthesis,synth_area,221.5,um^2
final_timing,rsz0062_at_grt,false,
logic_synthesis,ys_area,221.5,um^2
final_timing,fin_ws,0.1747,ns
critical_path,startpoint_type,input port,
floorplanning,die_w,80,um
floorplanning,ios,14,
logic_synthesis,ys_warn_count,0,
finish,syn_to_final_growth,77.40,%
global_routing,grt_pass1_wl,945,um
drt,postRouteAntennaNets,0,
placement,placed_area,396.6,um^2
floorplanning,dieHeight,80,um
placement,gp_congestion,0.7343,
critical_path,cp_max_fo,2,
logic_synthesis,avgSynthCellArea,7.909,um^2
power,p_leak,0.1936,nW
global_routing,grtUsageTotal,1.808,%
global_routing,grt_max_degree,4,
logic_synthesis,top_cells_by_area,"ha_1 (28%), fa_1 (27%), inv_1 (17%), buf_4 (14%), a21oi_1 (4.5%)",
logic_synthesis,yosysCellCount,28,
final_timing,fin_hold_ws,1.979,ns
logic_synthesis,yosys.cell_types.count,9,
final_timing,slew_violations,0,
status,status,finished clean,
final_timing,max_freq,0.3669,GHz
floorplanning,fp-utilization,6.484,%
finish,logic_area,157.7,um^2
floorplanning,dieArea,0.006400,mm^2
placement,dpl.hpwl,525.8,um
final_timing,setup_viol,0,
[cell type report]
type / instances / area share [%]
well taps: 46 / 14.65
inverters: 11 / 10.51
repair buffers: 15 / 34.71
multi-input cells: 13 / 40.13
[power breakdown]
group	switching (mW)	total, mW	internal, mW
sequential	0	0	0
combinational	0.0197	0.0543	0.0346
clock	0	0	0
[logic make-up (layout without fill, tap and decap cells)]
| group | after synthesis | after routing | share of synthesized area (%) |
|---|---|---|---|
| adder cells (fa/ha/maj) | 8 | 8 | 55.37 |
| XOR/XNOR | 1 | 1 | 3.956 |
| AND-OR/OR-AND | 3 | 3 | 6.778 |
| AND/OR/NAND/NOR | 1 | 1 | 1.693 |
| buffers and inverters | 15 | 26 | 32.20 |
[cell usage after synthesis]
master    n
inv_1    10
ha_1      5
buf_4     4
fa_1      3
a21oi_1   2
inv_2     1
nand2_1   1
o21ai_1   1
xnor2_1   1
[final timing paths]
kind | from | to | slack, ns | depth (start not counted)
min | b[3] | sum[3] | 1.98 | 4
max | carry_in | sum[2] | 0.17 | 9
[critical path, cell delays in order]
cell           delay [ns]
dlygate4sd2_1        0.20
inv_2                0.04
fa_2                 0.37
inv_2                0.08
fa_2                 0.19
inv_2                0.04
fa_2                 0.50
inv_1                0.03
buf_2                0.11
[routing by layer]
metal	routed length, um	global-route usage [%]
met5	0	0
met3	66	0.6818
met4	0	0
met2	193	2.408
met1	281	2.798
[what timing repair did]
action | 4_1_cts | 5_1_grt
setup buffers | 0 | 0
setup endpoints to repair | 3 | 1
pin swaps | 3 | 0
gates resized | 16 | 1
[per-stage QoR]
| stage | setup TNS [ns] | util, % | cells | power [mW] |
|---|---|---|---|---|
| 6_report | 0 | 11.50 | 85 | 0.05429 |
| 5_1_grt | 0 | 11.50 | 85 | 0.06336 |
| 2_1_floorplan | 0 | - | 28 | 0.03146 |
| 3_3_place_gp | -1.092 | 11.61 | 85 | 0.06107 |
| 4_1_cts | 0 | 11.43 | 85 | 0.05739 |
| 3_5_place_dp | -1.100 | 11.61 | 85 | 0.06199 |
No activity file was given, so power comes from the tool's default toggle rates.
