### /design/flow/design.v
module magnitude
(
	input  wire [16:0] in,
	output wire [15:0] out
);
assign out = in[16] ? (~in[15:0]+1) : in[15:0];
endmodule
### /design/flow/run.sh
#!/bin/bash
# OpenROAD 26Q1-2900-gdf79404cd8, Yosys 0.63+post, stock flow scripts
make -C /OpenROAD-flow-scripts/flow DESIGN_CONFIG=/design/flow/config.mk WORK_HOME=/design/flow/orfs finish
### /design/flow/config.mk
export PLATFORM = sky130hd
export DESIGN_NAME = magnitude
export DESIGN_NICKNAME = magnitude
export VERILOG_FILES = /design/flow/design.v
export SDC_FILE = /design/flow/constraint.sdc
export NUM_CORES = 4
export LEC_CHECK = 1
export CORE_AREA = 10 10 70 70
export DIE_AREA = 0 0 80 80
### /design/flow/constraint.sdc
current_design magnitude

set clk_period 7.3
set clk_io_pct 0.2

create_clock -name clk0 -period $clk_period

set non_clock_inputs [all_inputs -no_clocks]
set_input_delay [expr $clk_period * $clk_io_pct] -clock clk0 $non_clock_inputs
set_output_delay [expr $clk_period * $clk_io_pct] -clock clk0 [all_outputs]
==> load_flow_metrics.sql <==
-- load yosys + openroad results
INSERT INTO impl_metrics (metric_group, metric, value, unit) VALUES
('synthesis', 'post_synth_num_cell_types', '16', ''),
('layout', 'fillerInstances', '398', ''),
('timing', 'aggregate_negative_setup_slack', '0', 'ps'),
('routing', 'routedWlPerCell', '11.7', 'um'),
('placement', 'gpl.final_weighted_congestion', '0.795', ''),
('timing', 'maxSlewHeadroom', '58.8', '%'),
('synthesis', 'synth_chip_area', '333', 'sq um'),
('hold_path', 'worst_hold_path_type', 'input port to output port', ''),
('worst_setup_path', 'cp_data_required_time', '5840', 'ps'),
('worst_setup_path', 'cp_data_arrival_time', '3840', 'ps'),
('timing', 'maximum_clock_rate', '189', 'MHz'),
('global_route', 'grt_first_pass_wirelength', '2430', 'um'),
('layout', 'logic_area', '310', 'sq um'),
('worst_setup_path', 'critical_path_peak_fanout', '5', ''),
('routing', 'drt.antenna.violating_nets', '0', ''),
('synthesis', 'ys.warnings.count', '0', ''),
('outcome', 'status', 'completed', ''),
('worst_setup_path', 'timing.critical_path.slowest_cell_delay', '550', 'ps'),
('worst_setup_path', 'setup.worst_path.start_class', 'input port', ''),
('layout', 'area_growth', '113', '%'),
('synthesis', 'yosysSeqAreaShare', '0', '%'),
('global_route', 'grt_start_max_net_pins', '17', ''),
('timing', 'worst_pin_slew', '612', 'ps'),
('flow_run', 'warning_count', '32', ''),
('floorplan', 'boundaryPins', '33', ''),
('synthesis', 'yosys-stat-cells', '47', ''),
('floorplan', 'floorplan.initialDensity', '9.74', '%'),
('synthesis', 'synth.largest_area_cell', 'sky130_fd_sc_hd__xnor2_1', ''),
('synthesis', 'netlist_instances', '47', ''),
('floorplan', 'die_area', '6400', 'sq um'),
('routing', 'detailed_route_wire_length', '1450', 'um'),
('power', 'cellPowerDensity', '61.3', 'nW/um^2'),
('layout', 'num-clock-buffers', '0', ''),
('layout', 'post_route_cells_drive_above_1_share', '5.13', '%'),
('flow_run', 'timing.max_cap.violations', '0', ''),
('timing', 'final_hold_viol_count', '0', ''),
('routing', 'route.vias.total', '435', ''),
('synthesis', 'top_area_contributor_share', '23.7', '%'),
('timing', 'min_period', '5300', 'ps'),
('layout', 'layout.cells.most_common_list', 'sky130_fd_sc_hd__clkdlybuf4s50_1, sky130_fd_sc_hd__xnor2_1, sky130_fd_sc_hd__nand2_1', ''),
('global_route', 'globalRouteTotalUtil', '4.57', '%'),
('layout', 'most_frequent_logic_cell_in_the_layout', 'sky130_fd_sc_hd__clkdlybuf4s50_1', ''),
('timing', 'layout_setup_ws', '2000', 'ps'),
('worst_setup_path', 'crit_path_end_kind', 'output port', ''),
('floorplan', 'die_x', '80', 'um'),
('floorplan', 'floorplan.core_area', '3420', 'sq um'),
('worst_setup_path', 'timing_worst_setup_path_type', 'input port to output port', ''),
('layout', 'sequential_cell_count', '0', ''),
('worst_setup_path', 'timing.critical_path.slowest_stage_cell', 'sky130_fd_sc_hd__or4_1', ''),
('global_route', 'globalRoute.totalOverflow', '0', ''),
('placement', 'placement.io_buffers', '33', ''),
('power', 'leakage', '0.239', 'nW'),
('global_route', 'grt_antenna_before_repair', '0', ''),
('floorplan', 'fp-row-count', '21', ''),
('clocking', 'cts-resized-gates', '0', ''),
('synthesis', 'mappedNetlistArea', '333', 'sq um'),
('power', 'portion_of_total_power_attributed_to_combinational_logic', '100.0', '%'),
('placement', 'place.detailed.hpwl', '1280', 'um'),
('routing', 'dr.first_iter.drc_count', '26', ''),
('clocking', 'ctsHoldBuffers', '0', ''),
('global_route', 'grt_pass1_vias', '514', ''),
('routing', 'detail_route.antenna_diodes', '0', ''),
('power', 'clk_network_pwr_share', '0', '%'),
('placement', 'dp_worst_setup_slack', '1980', 'ps'),
('synthesis', 'synth_area_per_cell', '7.08', 'sq um'),
('timing', 'rsz0062_at_grt', 'no', ''),
('floorplan', 'die_height', '80', 'um'),
('layout', 'seq_area', '0', 'sq um'),
('routing', 'via_per_inst', '3.51', ''),
('timing', 'drv_slew', '0', ''),
('clocking', 'postCtsSetupBuffers', '0', '');
-- power by group through the flow --
stage	logic, W	registers [W]	clock network, W
finish	0.0000435	0	0
global route	0.0000491	0	0
CTS	0.0000448	0	0
-- metrics by stage --
stage | power [W] | hold slack, ps | instances | util (%)
3_5_place_dp | 0.0000443 | 3770 | 124 | 20.8
2_1_floorplan | 0.0000115 | 2950 | 47 | -
6_report | 0.0000435 | 3770 | 124 | 20.8
5_1_grt | 0.0000491 | 3810 | 124 | 20.8
3_3_place_gp | 0.0000444 | 3780 | 124 | 20.8
4_1_cts | 0.0000448 | 3780 | 124 | 20.8
-- final timing paths --
path / end / slack, ps / startpoint / cells past startpoint
max: out[15] / 2000 / in[4] / 6
min: out[0] / 3770 / in[0] / 2
-- metal layers --
metal  share of wire [%]  global-route usage (%)  wire [um]  up-vias
met5                   0                       0          0        -
met4                   0                       0          0        0
met3                  14                    2.39        197        0
met2                  46                    7.87        670       17
met1                  40                    5.21        582      185
li1                    -                       -          -      233
-- Yosys cell counts, drive strengths merged --
library cell  count
buf               1
clkbuf            1
ha                1
inv               3
nand2             8
o21ai             4
o31a              1
o31ai             5
o41ai             2
or2               1
or3               3
or4               3
xnor2             9
xor2              5
-- area by class of cell --
cell class	count	area share (%)
Multi-Input combinational cell	42	43.7
Inverter	3	1.59
Timing Repair Buffer	33	46.6
Tap cell	46	8.11
-- worst max-delay path: cells and delay by family --
| family | cells | cell delay [ps] |
|---|---|---|
| compound gates | 1 | 330 |
| buf+inv | 2 | 930 |
| simple gates | 2 | 970 |
| xor+xnor | 1 | 160 |
-- cells by family (layout without fill, tap and decap cells) --
logic type	after synthesis	count (layout)	synth area share [%]
AND/OR/NAND/NOR	15	15	24.8
XOR/XNOR	14	14	36.8
adder cells (fa/ha/maj)	1	1	3.76
buffers and inverters	5	36	6.77
AND-OR/OR-AND	12	12	27.8
No activity file was given, so power comes from the tool's default toggle rates.
