==> design.v <==
module adder_16
(
	input wire [15:0] a,
	input wire [15:0] b,
	input wire carry_in,
	output wire [15:0] sum,
	output wire overflow
);
	assign sum = ((a + b + carry_in) % (2 **16));
	assign overflow = ((a + b + carry_in) / (2 ** 16));
endmodule
==> run.sh <==
#!/bin/bash
# OpenROAD 26Q1-2900-gdf79404cd8, Yosys 0.63+post, stock flow scripts
make -C /OpenROAD-flow-scripts/flow DESIGN_CONFIG=/design/flow/config.mk WORK_HOME=/design/flow/orfs finish
==> config.mk <==
export PLATFORM = sky130hd
export DESIGN_NAME = adder_16
export DESIGN_NICKNAME = adder_16
export VERILOG_FILES = /design/flow/design.v
export SDC_FILE = /design/flow/constraint.sdc
export NUM_CORES = 4
export LEC_CHECK = 1
export CORE_AREA = 10 10 70 70
export DIE_AREA = 0 0 80 80
==> constraint.sdc <==
current_design adder_16

set clk_period 11.8
set clk_io_pct 0.2

create_clock -name clk0 -period $clk_period

set non_clock_inputs [all_inputs -no_clocks]
set_input_delay [expr $clk_period * $clk_io_pct] -clock clk0 $non_clock_inputs
set_output_delay [expr $clk_period * $clk_io_pct] -clock clk0 [all_outputs]
==> flow_metrics.py <==
# Metrics from the implementation run
metrics = {
    "placed_design": {
        "placed_area_um2": 1290,
        "globalplace.congestion": 0.769,
        "portBuffers": 50,
        "dp_hpwl_um": 2160,
    },
    "floorplan": {
        "die-area_um2": 6400,
        "rows": 21,
        "dieHeight_um": 80,
        "fp_util_pct": 21.5,
        "pin_count": 50,
        "die_width_um": 80,
        "core_area_um2": 3420,
    },
    "routing": {
        "drc": 0,
        "routed_wl_um": 2340,
        "drtIter0Drc": 45,
        "wire_per_inst_um": 12.6,
        "ant_nets": 0,
        "vias": 818,
        "first_pass_iters": 3,
        "n_antenna_cell": 0,
        "avgViaCountPerCell": 4.42,
    },
    "flow_run": {
        "maxCapViolations": 0,
        "warnings": 32,
    },
    "worst_setup_path": {
        "critPathTopFamily": "AND-OR/OR-AND gates",
        "worstPathRequired_ns": 9.44,
        "cpMaxStageDelayCell": "clkdlybuf4s50_1",
        "cp_slowest_stage_delay_ns": 0.49,
        "start_kind": "input port",
        "cp-end-kind": "output port",
        "arrival_ns": 5.28,
        "crit_buf_inv": 2,
        "critPathKind": "input port to output port",
        "worst-path-max-fanout": 2,
        "path_cells": "clkdlybuf4s50_1, fa_1, fa_1, a21oi_2, o21ai_2, a2111oi_2, o31ai_1, a21oi_1, xnor2_1, clkdlybuf4s50_1",
    },
    "final_layout": {
        "nClkBuffers": 0,
        "n_fill_cell": 362,
        "synthToLayoutAreaGrowth_pct": 76.1,
        "flop-count": 0,
        "drive_gt1_share_pct": 7.91,
        "flop_area_um2": 0,
        "final_area_um2": 1290,
        "comb_area_um2": 718,
    },
    "power_and_ir_drop": {
        "p_leak_uw": 0.000526,
        "pwr_density_cell_nw_per_um2": 58.1,
        "power_uw": 75.0,
        "max-vdd-ir-drop_mv": 0.0224,
    },
    "hold_path": {
        "min_from": "b[15]",
        "holdPathStages": 4,
        "hold_path.class": "input port to output port",
        "holdPathEnd": "sum[15]",
    },
    "synthesis": {
        "yosysChipArea_um2": 733,
        "netlist_area_um2": 733,
        "area_leaders": "ha_1, xnor2_1, a21oi_1",
        "yosys_cells": 89,
        "ys_types": 31,
        "ys_seq_share_pct": 0,
        "avgSynthCellArea_um2": 8.24,
        "yosysWarnings": 0,
        "netlist_instances": 89,
        "top_area_cell": "ha_1",
        "synth.top_cell.area_share_pct": 25.6,
    },
    "sta": {
        "fin_setup_tns_ns": 0,
        "max_slew_margin_pct": 78.8,
        "hold_viol_final": 0,
        "tightestPinTransition_ns": 0.315,
        "min_period_over_period_pct": 64.8,
        "slew_violations": 0,
        "report.final.setup_viol": 0,
        "timing.fmax_mhz": 131,
        "period_needed_ns": 7.64,
        "rsz0062_at_grt": "false",
    },
    "global_route": {
        "overflow": 0,
        "antenna_found_initial": 0,
        "grt_max_degree": 7,
        "grt_use_total_pct": 6.94,
        "grt_pass1_wl_um": 3770,
        "grt_pass1_vias": 825,
    },
    "outcome": {
        "status": "finished, final reports clean",
    },
    "cts": {
        "cts_setup_buffers": 0,
        "ctsResizeCount": 0,
        "hold_buffers": 0,
    },
}
==> cell usage after synthesis (2+ instances only) <==
cell type and count:
nand2b_1 2, nand2_1 4, o21bai_1 3, xor2_1 5, o21ai_0 4, a21oi_1 9, a21o_1 4, o21ai_2 2
nand3_1 3, o21a_1 2, a21oi_2 3, nor2_1 3, ha_1 15, inv_1 4, xnor2_1 9, fa_1 2
==> per-layer routing <==
| metal | share of wire (%) | GRT usage, % |
|---|---|---|
| met5 | 0 | 0 |
| met4 | 0 | 0 |
| met3 | 5.0 | 0.909 |
| met2 | 49 | 12.2 |
| met1 | 46 | 9.28 |
==> kinds of logic after synthesis <==
| kind of cell | after synthesis | synth area share, % |
|---|---|---|
| simple gates | 16 | 11.1 |
| buf+inv | 4 | 2.05 |
| compound gates | 38 | 39.1 |
| xor+xnor | 14 | 16.7 |
| fa+ha+maj | 17 | 31.1 |
==> where the power goes <==
part / total, µW / internal (µW) / switching [µW] / leakage [µW]
sequential: 0 / 0 / 0 / 0
combinational: 75.0 / 48.4 / 26.6 / 0.000526
clock: 0 / 0 / 0 / 0
total: 75.0 / 48.4 / 26.6 / 0.000526
==> area by class of cell <==
type	instances	area share, %
multi-input cells	85	55.6
inverters	4	1.16
well taps	46	4.46
repair buffers	50	38.8
==> how the worst max path moves through the flow <==
stage / from / to / cells after the start
6_report: a[0] / sum[10] / 10
4_1_cts: a[0] / sum[10] / 10
5_1_grt: a[0] / sum[10] / 10
==> metrics by stage <==
stage	instances	util (%)	hold WS [ns]	setup WS [ns]
4_1_cts	185	37.8	5.81	4.11
6_report	185	37.8	5.80	4.16
3_5_place_dp	185	37.8	5.81	4.12
2_1_floorplan	89	-	4.82	5.19
3_3_place_gp	185	37.8	5.81	4.13
5_1_grt	185	37.8	5.82	3.95
==> cells in the final DEF (no fill, tap or decap) <==
| cell | synthesis | routed |
|---|---|---|
| a21o_1 | 4 | 4 |
| o21ai_1 | 1 | 1 |
| o31ai_2 | 1 | 1 |
| fa_1 | 2 | 2 |
| a211o_1 | 1 | 1 |
| o31ai_1 | 1 | 1 |
| o21a_1 | 2 | 2 |
| nor2b_1 | 1 | 1 |
| inv_1 | 4 | 4 |
| a2111oi_2 | 1 | 1 |
| a31oi_1 | 1 | 1 |
| a21oi_1 | 9 | 9 |
| nor2_1 | 3 | 3 |
| xor2_1 | 5 | 5 |
| and4_1 | 1 | 1 |
| clkdlybuf4s50_1 | 0 | 50 |
| a211oi_2 | 1 | 1 |
| and3_1 | 1 | 1 |
| o21ai_2 | 2 | 2 |
| ha_1 | 15 | 15 |
| nand2b_1 | 2 | 2 |
| nand3_1 | 3 | 3 |
| a221o_1 | 1 | 1 |
| o221ai_2 | 1 | 1 |
| nand2_1 | 4 | 4 |
| o21ai_0 | 4 | 4 |
| a21o_2 | 1 | 1 |
| xnor2_1 | 9 | 9 |
| a21oi_2 | 3 | 3 |
| o2bb2ai_1 | 1 | 1 |
| o21bai_1 | 3 | 3 |
| or2_2 | 1 | 1 |
Power and IR drop assume default switching activity.
